==> flow/design.v <==
module LED (clk_in,led);
	input clk_in;
	output [2:0] led;
	reg [23:0] smt=0;
	reg [2:0] cnt=0;
    always@(posedge clk_in)
		begin
		smt=smt+1;
		if(smt==12000000)
			begin
				smt=0;
				cnt = cnt + 1;
			end
		end
	assign led = cnt;
endmodule
==> flow/run.sh <==
#!/bin/bash
# OpenROAD 26Q1-2900-gdf79404cd8, Yosys 0.63+post, stock flow scripts
make -C /OpenROAD-flow-scripts/flow DESIGN_CONFIG=/design/flow/config.mk WORK_HOME=/design/flow/orfs finish
==> flow/config.mk <==
export PLATFORM = sky130hd
export DESIGN_NAME = LED
export DESIGN_NICKNAME = LED
export VERILOG_FILES = /design/flow/design.v
export SDC_FILE = /design/flow/constraint.sdc
export NUM_CORES = 4
export LEC_CHECK = 1
export CORE_AREA = 10 10 99 99
export DIE_AREA = 0 0 109 109
==> flow/constraint.sdc <==
current_design LED

set clk_period 6.7
set clk_io_pct 0.2

create_clock -name clk0 -period $clk_period [get_ports {clk_in}]

set non_clock_inputs [all_inputs -no_clocks]
set_input_delay [expr $clk_period * $clk_io_pct] -clock clk0 $non_clock_inputs
set_output_delay [expr $clk_period * $clk_io_pct] -clock clk0 [all_outputs]
==> qor.csv <==
metric,value,unit
dr.first_iter.drc_count,101,
p_per_area,153,mW/mm²
grt_first_pass_wirelength,4850,µm
edf_count,3,
grt_pass1_vias,1018,
grt_antenna_before_repair,0,
synth_cell_type_count,44,
cts_root_buf,clkbuf_8,
hold_buffers,0,
ys.flop_type,dfxtp_1,
top_cell_area_share,0.322,
drc,0,
grt_max_degree,15,
gr-usage-met2,0.0737,
gp_congestion,0.821,
setup_viol,0,
ys_warn_count,1,
post-route-period-util,0.435,
diodes,0,
status,finished clean,
tool_warnings,25,
post_cts_buffers,0,
fin_crit,2920,ps
hold_violations,0,
ir_drop,0.0627,mV
yosys-stat-area,0.00149,mm²
stdcell_area,0.00166,mm²
critPathCaptureType,flip-flop,
place_hpwl,2060,µm
p_total,0.253,mW
min_path_type,reg2reg,
grt_usage,0.0491,
ys_seq_share,0.382,
rows,32,
synth_cells,162,
cts-resized-gates,0,
fp.coreArea,0.00773,mm²
grt_overflow,0,
insertion_delay,270,ps
ant_nets,0,
die_x,109,µm
fmax,343,MHz
top_area_cell,dfxtp_1,
fp-utilization,0.193,
startpoint_type,flip-flop,
critPathMaxFanout,8,
skew,2.78,ps
cts_tree,built,
path_clk_slew,90,ps
die_y,109,µm
fin_setup_tns,0,ps
grtUsageMet3,0.0143,
dr.pass1.iters,4,
path_cells,ha_1 > nand3_1 > or3_4 > nor4_1 > o221ai_2 > nor4_1,
vias,1164,
critPathSlowestCell,nor4_1,
vias_per_cell,4.43,
cp_common_cell,nor4_1,
fillers,819,
finalMaxSlewViolations,0,
required,6610,ps
cts_buffers,3,
syn_area,0.00149,mm²
rsz0062_at_grt,no,
synthTopCellsByCount,"24 x dfxtp_1, 17 x nor2_1, 13 x nand3_1",
grt_util_met1,0.0709,
cts_sinks,27,
avgSynthCellArea,9.21,µm²
placed_area,0.00161,mm²
most_common_cell,dfxtp_1,
die-area,0.0119,mm²
ios,4,
worst_slew_margin_rel,0.566,
path_class,reg2reg,
io_buffers,3,
ys_ff,27,
area_delta_synth_final,10.9,%
cap_violations,0,
arrival,2830,ps
ys_cells,162,
ys_top_cells_by_area,"dfxtp_1 32%, xnor2_1 7.0%, edfxtp_1 6.0%",
grt_busiest_layer,met2,
clock_path_buffers,2,
async_flop_share,0,
leakage,0.520,nW
drive_above_1_share,0.106,
wl_per_cell,10.7,µm
tightestPinTransition,646,ps
crit_path_max_incr_delay,590,ps
routed_wl,2820,µm
htreeDepth,1,
critical path: cells and delay by family (launching register included):
kind / cells / cell delay (ps)
DFF: 1 / 420
AOI/OAI and AO/OA: 1 / 220
and+or+nand+nor: 4 / 1570
adders and majority gates: 1 / 350
layer usage:
metal / wire, µm / share of wire / vias to the layer above
met1: 1410 / 0.50 / 560
li1: - / - / 585
met5: 0 / 0 / -
met3: 153 / 0.054 / 2
met2: 1230 / 0.44 / 17
met4: 25 / 0.0089 / 0
power by group:
group | internal, mW | switching (mW) | total (mW) | leakage, nW
clock | 0.0425 | 0.0474 | 0.0899 | 0.0228
sequential | 0.163 | 0 | 0.163 | 0.228
combinational | 0 | 0 | 0.000000269 | 0.269
final cells by class:
type / count / area, µm² / area share
Tap cell: 102 / 128 / 0.0771
Clock buffer: 4 / 45.0 / 0.0272
Sequential cell: 27 / 571 / 0.345
Timing Repair Buffer: 3 / 30.0 / 0.0181
Inverter: 5 / 18.8 / 0.0113
Multi-Input combinational cell: 122 / 863 / 0.522
metrics by stage:
| stage | worst slack (ps) | utilization | hold WS, ps | instances |
|---|---|---|---|---|
| 6_report | 3780 | 0.214 | 507 | 263 |
| 2_1_floorplan | 4130 | - | 455 | 162 |
| 3_5_place_dp | 3800 | 0.208 | 494 | 259 |
| 5_1_grt | 3520 | 0.214 | 536 | 263 |
| 4_1_cts | 3770 | 0.214 | 515 | 263 |
| 3_3_place_gp | 3850 | 0.208 | 476 | 259 |
placed cells by master (no fill, tap or decap), drive strengths merged, types with 4 or more instances in the layout:
cell type / Yosys / routed
and4: 4 / 4
clkbuf: 2 / 4
dfxtp: 24 / 24
inv: 5 / 5
nand2: 10 / 10
nand3: 14 / 14
nand4: 8 / 8
nor2: 17 / 17
nor3: 5 / 5
nor4: 7 / 7
xnor2: 12 / 12
xor2: 8 / 8
registers in the layout, summed over array words and instances, names as in the netlist:
signal and flops:
cnt 3, smt 24
cell families after synthesis:
kind of cell | count (synthesis) | share of synthesized area
AND-OR/OR-AND | 21 | 0.126
XOR/XNOR | 20 | 0.117
buffers and inverters | 13 | 0.0394
adder cells (fa/ha/maj) | 2 | 0.0168
AND/OR/NAND/NOR | 79 | 0.319
flip-flops | 27 | 0.382
path summary, 6_finish.rpt:
kind	endpoint	slack, ps	startpoint	cells after the start
min reg2reg	smt[0]	510	smt[0]	1
max	cnt[2]	3780	smt[0]	6
min	smt[0]	510	smt[0]	1
max reg2reg	cnt[2]	3780	smt[0]	6
Power and IR drop assume default switching activity.
