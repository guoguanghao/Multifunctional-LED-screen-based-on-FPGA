## design/flow/config.mk

```make
export PLATFORM = sky130hd
export DESIGN_NAME = spi_master
export DESIGN_NICKNAME = spi_master
export VERILOG_FILES = /design/flow/design.v
export SDC_FILE = /design/flow/constraint.sdc
export NUM_CORES = 4
export LEC_CHECK = 1
export CORE_UTILIZATION = 30
```

## design/flow/run.sh

```bash
#!/bin/bash
# OpenROAD 26Q1-2900-gdf79404cd8, Yosys 0.63+post, stock flow scripts
make -C /OpenROAD-flow-scripts/flow DESIGN_CONFIG=/design/flow/config.mk WORK_HOME=/design/flow/orfs finish
```

## design/flow/constraint.sdc

```tcl
current_design spi_master

set clk_period 5.6
set clk_io_pct 0.2

create_clock -name clk0 -period $clk_period [get_ports {clk}]
create_clock -name clk1 -period $clk_period [get_ports {sclk}]

set non_clock_inputs [all_inputs -no_clocks]
set_input_delay [expr $clk_period * $clk_io_pct] -clock clk0 $non_clock_inputs
set_output_delay [expr $clk_period * $clk_io_pct] -clock clk0 [all_outputs]
```

## design/flow/design.v

```verilog
module spi_master(addr, in_data, out_data, rd, wr, cs, clk, miso, mosi, sclk); 
input wire [1:0] addr; 
input wire [31:0] in_data; 
output reg [31:0] out_data; 
input wire rd; 
input wire wr; 
input wire cs; 
input wire clk; 
inout miso; 
inout mosi; 
inout sclk; 
reg sclk_buffer = 0; 
reg mosi_buffer = 0; 
reg busy = 0; 
reg [31:0] in_buffer = 0; 
reg [31:0] out_buffer = 0; 
reg [7:0] clkcount = 0; 
reg [7:0] clkdiv = 0; 
reg [6:0] count = 0; 
always@(cs or rd or addr or out_buffer or busy or clkdiv) 
begin 
 out_data = 32'bx;  
 if(cs && rd) 
 begin 
  case(addr) 
  2'b00:   begin out_data = out_buffer; end 
  2'b01:   begin out_data = {31'b0, busy}; end 
  2'b10:   begin out_data = clkdiv; end  
  endcase 
 end 
end  
always@(posedge clk) 
begin 
 if(!busy)  
 begin 
  if(cs && wr)  
  begin 
   case(addr) 
   2'b00: begin in_buffer = in_data; busy = 1'b1; end  
   2'b10: begin clkdiv = in_data; end  
   endcase 
  end 
 end 
 else 
 begin 
  clkcount = clkcount + 1; 
  if(clkcount >= clkdiv)  
  begin 
   clkcount = 0; 
   if((count % 02) == 0)  
   begin 
    mosi_buffer = in_buffer[31]; 
    in_buffer = in_buffer << 1; 
   end 
   if(count > 0 && count < 65)  
   begin 
    sclk_buffer = ~sclk_buffer; 
   end 
   count = count + 1; 
         if(count > 65) 
   begin 
    count = 0; 
    busy = 1'b0; 
   end 
  end 
 end 
end 
always@(posedge sclk_buffer) 
begin 
 out_buffer = out_buffer << 1;    out_buffer[0] = miso;  
end 
assign sclk = sclk_buffer; 
assign mosi = mosi_buffer; 
endmodule  
```

==> run summary <==
yosys + openroad results -> number of synthesized flops with an enable pin=roughly 57, initial core utilization=0.310, Post-CTS Hold Fix Bufs=0, Final GP Congestion=roughly 0.8, Chip Area, Yosys=about 0.0038 mm^2, status=stopped before the end, ys flop type=edfxtp_1, Port Buf Inserts=68, Ys Warns=1, Cells after Synth=between 200 and 300, top cells, area=edfxtp_1 45%, dfxtp_1 18%, mux2_2 9.2%, ha_1 4.6%, nor2b_1 4.5%, Netlist cell types=41, largest area contributor in the netlist=edfxtp_1, die width=about 110 um, Async S/R FF share, synth=0, Synth flops=~90, setup bufs post-CTS=0, Resized Gates After CTS=0, cell area after synthesis=0.00377 mm^2, endpoints left unconstrained=1, yosys cell count=272, sequential area share after synthesis=0.628, Synth Area per Inst=13.9 um^2, top cell type's share of synthesized area=0.453, DIE HEIGHT=114 um, dpl hpwl=about 4.5 mm, worst slack at placement=around 1500 ps, Rows=40, Err=[error] [KeplerFormal.cpp:679] Workflow failed: Iso has multiple drivers: .sclk0, sclk$_DFFE_PP_.Q0, Exit stage=4_1_cts, IO Pins=around 73
stage by stage:
step                      total power [W]  cells  utilization  hold WS (ps)  cell area, um^2
after global placement            0.00144    502        0.383           282             4660
after floorplan                   0.00127    272            -           266             3770
after detailed placement          0.00145    502        0.383           285             4660
synthesized netlist by cell type (3+ instances only):
library cell	count
a21oi_1	5
and2_1	9
buf_2	3
clkbuf_1	5
dfxtp_1	33
edfxtp_1	57
ha_1	14
inv_1	19
mux2_2	31
nand2_1	5
nand3_1	12
nor2_1	9
nor2b_1	27
o21a_1	3
o21ai_0	7
xnor2_1	4
xor2_1	5
logic make-up after synthesis:
logic type,after synthesis,synth area share
xor gates and xnor gates,10,0.0282
buffers and inverters,28,0.0288
AOI/OAI and AO/OA,26,0.0583
DFF,90,0.628
muxes,31,0.0925
and+or+nand+nor,73,0.117
adders and majority gates,14,0.0464
Power is estimated from default activity; no workload was simulated.
