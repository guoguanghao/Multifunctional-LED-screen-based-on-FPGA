File: flow/design.v
module Segment_led
(
input  [3:0] seg_data_1,   
input  [3:0] seg_data_2,   
output [8:0] segment_led_1,   
output [8:0] segment_led_2    
);
reg[8:0] seg [9:0];
initial 
    begin
        seg[0] = 9'h3f;    
        seg[1] = 9'h06;    
        seg[2] = 9'h5b;    
        seg[3] = 9'h4f;    
        seg[4] = 9'h66;    
        seg[5] = 9'h6d;    
        seg[6] = 9'h7d;    
        seg[7] = 9'h07;    
        seg[8] = 9'h7f;    
        seg[9] = 9'h6f;    
    end
assign segment_led_1 = seg[seg_data_1];
assign segment_led_2 = seg[seg_data_2];
endmodule
File: flow/run.sh
#!/bin/bash
# OpenROAD 26Q1-2900-gdf79404cd8, Yosys 0.63+post, stock flow scripts
make -C /OpenROAD-flow-scripts/flow DESIGN_CONFIG=/design/flow/config.mk WORK_HOME=/design/flow/orfs finish
File: flow/config.mk
export PLATFORM = sky130hd
export DESIGN_NAME = Segment_led
export DESIGN_NICKNAME = Segment_led
export VERILOG_FILES = /design/flow/design.v
export SDC_FILE = /design/flow/constraint.sdc
export NUM_CORES = 4
export LEC_CHECK = 1
export CORE_AREA = 10 10 70 70
export DIE_AREA = 0 0 80 80
File: flow/constraint.sdc
current_design Segment_led

set clk_period 1.0
set clk_io_pct 0.2

create_clock -name clk0 -period $clk_period

set non_clock_inputs [all_inputs -no_clocks]
set_input_delay [expr $clk_period * $clk_io_pct] -clock clk0 $non_clock_inputs
set_output_delay [expr $clk_period * $clk_io_pct] -clock clk0 [all_outputs]
==> run notes <==
run results: post-route ant nets=0, mean routed wirelength per cell=slightly below 10 um, Min Hold Slack=between 0.7 and 0.8 ns, vias in the first global route=about 450, tool warnings=44, Row Count=21, Post-route DRC=0, final setup violation count=11, routability cong.=approximately 0.79, max cap viols=0, drt initial violations=9, Top cell excl fill/tap=buf_2, Max Freq=roughly 850 MHz, Flop pwr share=0%, register share after synthesis=0%, Sw Ratio=between 40 and 50%, Top cells by area=ha_1 37%, nand2b_1 9.3%, a21o_1 7.5%, buf_4 7.5%, nor2_1 5.6%, Mean Syn Cell Area=7.58 um2, PwrDens=about 330 nW/um2, Static Leak=about 0.4 nW, routed vias=~450, number of clock-tree buffers in the layout=0, GR Overflow Total=0, post-synth top area share=between 30% and 40%, global-route wire length before repair=2130 um, Distinct cells, synth=17, Cells after Synth=roughly 53, pre-CTS WS=-1.01 ns, crit-path max FO=3, vias per inst=3.39, power share of the combinational group=roughly 100%, total power=0.000309 W, HPWL Detailed=approximately 990 um, Syn-to-layout area delta=135%, P_int=around 0.00018 W, part of the cycle the worst path needs=118%, aggregate global-route resource usage=~3.8%, min cycle time layout=roughly 1.2 ns, Register Area=0 um2, pin count of the biggest net entering global routing=10, width of the chip=roughly 80 um, CP startpoint kind=input pin, Port Buf Inserts=22, YS chip area=approximately 400 um2, failing checks=negative setup slack, antenna violations before repair=0, Synthesis Warnings=1, Layout fillers=between 300 and 400, final wirelength=about 1300 um, setup TNS=-1.33 ns, Ports=26, Setup WS post-layout=-0.176 ns, Crit path required time=0.80 ns, switching power=roughly 0.00013 W, synthesized area=roughly 400 um2, Synth area leader=ha_1, chip footprint=about 6400 um2, RSZ-0062 raised after global routing=true, CP arrival=approximately 0.98 ns, # Cells Yosys=between 50 and 60, maximum vdd drop=134 uV, die height=80 um, Final Hold Fails=0, Worst Setup End Kind=primary output, Initial Util=a little under an eighth, DRT Pass-1 Iters=2, outcome=finished, violations left, fin area=between 900 and 1000 um2, Top Layout Cells=15 x buf_2, 10 x ha_4, 8 x buf_6, Flops=0, Ant. Diodes=0, CORE AREA=3420 um2, Final Max Slew Viols=0, clock share of power=0%, layout cells sized above 1=75.6%, Cell Area, Placed=around 720 um2, crit path kind=in2out, worst min path class=in2out
==> synthesized netlist by cell type, drive strengths merged <==
master and number:
a22oi 2, and2 1, nand3b 1, ha 12, nor2 6, nand2 4
nand3 2, o21bai 2, o211ai 1, inv 5, conb 1, nand2b 7
a21o 4, buf 5
==> metal layers <==
layer  track usage [%]  wire [um]  up-vias
met5                 0          0        -
met4                 0          0        0
met3             0.682         47        0
met2              6.74        687        8
met1              4.94        551      210
li1                  -          -      229
==> worst max-delay path: stages <==
cell and delay [ns]:
buf_8 0.10, inv_6 0.05, buf_6 0.10, ha_4 0.13
nand2b_4 0.05, buf_6 0.10, a21o_1 0.13, buf_2 0.11
==> worst paths after layout <==
check / start / endpoint / cells after the start
worst max-delay path: seg_data_2[1] / segment_led_2[0] / 8
worst min-delay path: seg_data_1[2] / segment_led_1[1] / 3
==> layout make-up <==
type	count	area, um2	area share [%]
inverters	5	46.3	4.90
multi-input cells	46	538	57.0
well taps	46	57.6	6.09
repair buffers	35	303	32.1
==> stage by stage <==
step | cells | utilization [%]
after CTS | 131 | 26.6
final | 132 | 27.7
after floorplan | 56 | -
after detailed placement | 128 | 21.0
after global routing | 132 | 27.7
after global placement | 128 | 21.0
==> cells by family after synthesis <==
group | after synthesis | synth area share, %
simple gates | 21 | 28.7
fa+ha+maj | 12 | 37.4
buf+inv | 10 | 15.0
compound gates | 9 | 18.1
other cells | 1 | 0.934
==> power by group through the flow <==
stage / sequential, W / combinational (W) / clock [W]
5_1_grt: 0 / 0.000338 / 0
6_report: 0 / 0.000309 / 0
4_1_cts: 0 / 0.000294 / 0
==> timing repair <==
action                                  in CTS  in global routing
endpoints found under the setup margin      14                 11
resized                                    126                  9
gates cloned                                 0                  0
setup buffers                                3                  1
pin swaps                                   13                  8
hold buffers                                 0                  0
Power figures rest on the tool's default switching activity, not on a simulated workload.
